## flow/run.sh

```bash
#!/bin/bash
# OpenROAD 26Q1-2900-gdf79404cd8, Yosys 0.63+post, stock flow scripts
make -C /OpenROAD-flow-scripts/flow DESIGN_CONFIG=/design/flow/config.mk WORK_HOME=/design/flow/orfs finish
```

## flow/config.mk

```make
export PLATFORM = sky130hd
export DESIGN_NAME = fifo
export DESIGN_NICKNAME = fifo
export VERILOG_FILES = /design/flow/design.v
export SDC_FILE = /design/flow/constraint.sdc
export NUM_CORES = 4
export LEC_CHECK = 1
export CORE_UTILIZATION = 40
```

## flow/constraint.sdc

```tcl
current_design fifo

set clk_period 21.7
set clk_io_pct 0.2

create_clock -name clk0 -period $clk_period [get_ports {clk}]

set non_clock_inputs [all_inputs -no_clocks]
set_input_delay [expr $clk_period * $clk_io_pct] -clock clk0 $non_clock_inputs
set_output_delay [expr $clk_period * $clk_io_pct] -clock clk0 [all_outputs]
```

## flow/design.v

```verilog
interface dti #(
                W_DATA = 64
                )();
   logic [W_DATA-1:0] data;
   logic              valid;
   logic              ready;
   modport producer (output data,
                     output valid,
                     input  ready);
   modport consumer (input  data,
                     input  valid,
                     output ready);
endinterface
module fifo
  #(
	  parameter DEPTH = 64,
    parameter THRESHOLD = 0,
    parameter DIN = 16,
    parameter REGOUT = 0
	  )
	 (
	  input logic           clk,
	  input logic           rst,
    output wire           din_ready,
    input wire            din_valid,
    input wire [DIN-1:0]  din_data,
    input wire            dout_ready,
    output wire           dout_valid,
    output wire [DIN-1:0] dout_data
	  ) ;
	 localparam CW = $clog2(DEPTH);
	 localparam WIDTH = DIN;
	 logic [WIDTH-1:0] ram [0:DEPTH-1];
	 logic [CW:0]      raddr_reg;
	 logic [CW:0]      raddr_next;
	 logic [CW:0]      waddr_reg;
	 logic [CW:0]      waddr_next;
   logic [CW:0]      fifo_load_tmp;
   logic [CW-1:0]    fifo_load;
   logic             fifo_valid;
   logic             out_ready;
   logic             out_valid;
   logic             out_handshake;
	 logic             we;
	 wire              dv = waddr_reg != raddr_reg;
   logic [WIDTH-1:0]  out_buff;
	 wire              eq_cnt = waddr_reg[CW-1:0] == raddr_reg[CW-1:0];
	 wire              eq_msb = waddr_reg[CW] == raddr_reg[CW];
	 wire              full = eq_cnt & ~eq_msb;
	 wire              empty = eq_cnt & eq_msb;
	 logic [WIDTH-1:0] in_buff;
   logic             thr_reached;
   assign fifo_load_tmp = waddr_reg - raddr_reg;
   assign fifo_load = fifo_load_tmp[CW-1 : 0];
   assign thr_reached = fifo_load > (THRESHOLD - 1);
   if ( THRESHOLD ) begin
      assign fifo_valid = ~empty && thr_reached;
   end else begin
      assign fifo_valid = ~empty;
   end
   assign in_buff = din_data;
	 assign dout_data = out_buff[WIDTH-1:0];
   assign dout_valid = out_valid;
   assign out_handshake = fifo_valid && out_ready;
   if (REGOUT) begin
      always @(posedge clk)
        begin
            if(rst) begin
              out_valid <= '0;
            end else if (out_ready) begin
              out_valid <= fifo_valid;
            end
        end
      assign out_ready = (!out_valid) | dout_ready;
      always @(posedge clk) begin
         if (out_ready) begin
            out_buff <= ram[raddr_reg[CW-1:0]];
         end
      end
   end else begin
      assign out_buff = ram[raddr_reg[CW-1:0]];
      assign out_valid = fifo_valid;
      assign out_ready = dout_ready;
   end
	 always @(posedge clk)
	   if (we == 1'b1)
		   ram[waddr_reg[CW-1:0]] <= in_buff;
	 always @(posedge clk)
	   if (rst)
		   begin
			    raddr_reg <= '0;
			    waddr_reg <= '0;
		   end
	   else
		   begin
			    raddr_reg <= raddr_next;
			    waddr_reg <= waddr_next;
		   end
	 wire ready = out_ready | ~full;
	 assign din_ready = ready;
	 always_comb  
	   if (din_valid & ready)
		   begin
			    we = 1'b1;
			    waddr_next = waddr_reg + 1'b1;
		   end
	   else
		   begin
			    we = 1'b0;
			    waddr_next = waddr_reg;
		   end
	 always_comb  
	   if (out_handshake) begin
			  raddr_next = raddr_reg + 1'b1;
		 end else begin
		   raddr_next = raddr_reg;
     end
endmodule
```

==> flow_metrics.rpt <==
PHYSICAL IMPLEMENTATION REPORT
----------------------------------------------------
[Logic synthesis]
  Largest cells by area after synthesis ........................ sky130_fd_sc_hd__edfxtp_1 (77%), sky130_fd_sc_hd__mux4_2 (15%), sky130_fd_sc_hd__mux2i_1 (1.3%)
  Cell count after synthesis ........................ between 1500 and 2000
  Main flop type after synthesis ........................ sky130_fd_sc_hd__edfxtp_1
  Number of unique standard cell types used by synthesis ........................ approximately 53
  Share of the yosys chip area belonging to registers ........................ 77.7%
  Area leader, netlist ........................ sky130_fd_sc_hd__edfxtp_1
  Post-synth design cell area ........................ about 40000 sq um
  Count of flip-flops with a built-in enable after synthesis ........................ around 1000
  Yosys stat area ........................ 40100 sq um
  Top cell type's share of synthesized area ........................ approximately 77%
  Flops after synth ........................ between 1000 and 1500
  Count of instantiated cells in the yosys netlist ........................ 1794
  Ys Warns ........................ 1
  Proportion of synthesized flip-flops having asynchronous set or reset ........................ 0%
  Mean instance size in the synthesized netlist ........................ around 22 sq um

[Placement]
  Cell count after placement ........................ approximately 3100
  Post-detail-place hpwl ........................ 50.5 mm
  Pre-CTS worst setup slack ........................ around 11 ns
  Placement Cell Area ........................ 42300 sq um
  Quantity of I/O buffers inserted on ports ........................ 37
  RePlAce Congestion ........................ 0.856

[Detailed routing]
  N_diodes ........................ 0
  Total iterations of the first detailed-routing run ........................ 5
  Antenna-violating nets left ........................ 0
  Via count of the routed design ........................ 18488
  DR DRC count ........................ 0
  Via/cell ratio ........................ roughly 5.6
  Detailed-route wire length ........................ approximately 91 mm
  Wirelength per Cell ........................ between 20 and 30 microns
  Iter 0 DRT Violations ........................ ~1400

[Critical path]
  R2r endpoint ........................ ram[20][4]
  Cell class contributing the biggest share of worst-path delay ........................ buffers and inverters
  Reg-to-Reg Start ........................ waddr_reg[3]
  Critical path's largest stage delay ........................ ~0.53 ns
  Depth of the critical timing path with buffers and inverters included ........................ 4
  Data required time at the worst endpoint ........................ 17.36 ns
  Highest-delay cell along the critical path ........................ sky130_fd_sc_hd__nor4_2
  Cell Chain, Critical Path ........................ clkdlybuf4s50_1 -> nor4_2 -> inv_2 -> clkdlybuf4s50_1
  Startpoint kind of the worst setup timing path ........................ input port
  Classification of the worst setup path ........................ input port to output pin
  Max Fanout on Critical Path ........................ 6
  Worst path arrival time ........................ around 6 ns
  Critical path capture point type ........................ output pin
  Worst reg-to-reg path cell count ........................ 6
  FF-to-FF setup slack ........................ around 18 ns
  Worst path most repeated cell ........................ sky130_fd_sc_hd__clkdlybuf4s50_1
  WP buf/inv ........................ 3

[Power]
  Total power ........................ between 4 and 5 mW
  Leakage power summed over all cells ........................ 13.7 nW
  Maximum ir drop on the vdd rail ........................ about 0.057 mV
  Power Density ........................ roughly 96 nW/um^2

[Timing]
  Fin. max-slew vios ........................ 0
  Worst max-slew margin expressed relative to the limit ........................ about 45%
  Clock skew ........................ around 0.025 ns
  Setup-violating endpoint count in the final report ........................ 0
  Final Hold Fails ........................ 0
  Fmax ........................ 97.0 MHz
  Worst-case setup margin in the final layout ........................ around 11 ns
  Setup repair after global routing missed its margin ........................ no
  Total Neg Setup Slack ........................ 0 ns
  Slew at the pin closest to its max-slew limit ........................ roughly 0.83 ns
  Final clock period utilization by the worst path ........................ a little under half
  Hold Worst Slack ........................ 0.521 ns
  Clock period minus worst slack ........................ roughly 10 ns

[Cells and area]
  Final Core Density ........................ a little under half
  Max FFs per register ........................ around 1000
  Layout area overhead ........................ 14.0%
  Top cells excl fill/tap ........................ sky130_fd_sc_hd__edfxtp_1 (1024), sky130_fd_sc_hd__mux4_2 (269), sky130_fd_sc_hd__clkbuf_16 (105)
  Share of cells above drive strength 1 ........................ between 20% and 30%
  FF/Latch Area ........................ between 30000 and 40000 sq um
  Post-route cell area ........................ roughly 46000 sq um
  Commonest Layout Cell ........................ sky130_fd_sc_hd__edfxtp_1
  Fill cells ........................ 7829
  Area occupied by multi-input gates ........................ 8460 sq um
  Non-filler cells in the finished layout ........................ around 3300

[Worst hold path]
  Min-Delay Endpoint ........................ waddr_reg[6]
  Worst Hold Launch ........................ waddr_reg[6]
  Min-Delay Path Depth ........................ 2
  Path category of the worst min-delay check ........................ register to register

[Global route]
  Vias in the first global route ........................ ~21000
  Overall Global Routing Usage ........................ 20.3%
  First-pass GRT wire length ........................ ~140 mm
  Global Route met1 Usage ........................ 25.4%
  Met2 usage in global routing ........................ just under 30%
  Residual overflow from global routing ........................ 0
  Most used routing layer ........................ met2
  Largest net degree at the start of global routing ........................ 75
  Number of antenna violations at the first check in global routing ........................ 0
  Met3 Resource Use GR ........................ about 15%

[Run status]
  Run status ........................ finished, final reports clean

[Floorplan]
  Initial Utilization ........................ a little over 40%
  Site Rows ........................ 115
  Core area ........................ between 90000 and 100000 sq um
  Number of placed I/O pins ........................ 38
  Horizontal die dimension ........................ between 300 and 400 microns
  Overall die area ........................ 102000 sq um
  Vert. Die Dim ........................ approximately 320 microns

[Run]
  Log Warnings ........................ 26
  Max_cap viols ........................ 0

[Clock tree]
  Late-Pin Clk Latency ........................ around 0.66 ns
  Reg clk slew, reported paths ........................ roughly 0.06 ns
  Total of hold buffers inserted after clock tree synthesis ........................ 0
  Worst-case clock buffer depth ........................ 3
  Cell resize tally after clock tree synthesis ........................ 0
  TritonCTS clock tree ........................ yes
  H-tree level count ........................ 3
  Clk Tree Root Cell ........................ sky130_fd_sc_hd__clkbuf_16
  Number of clock sinks ........................ ~1000
  Buffer count from post-CTS setup fixing ........................ 0
  Number of buffers inserted during clock tree synthesis ........................ around 100

----------------------------------------------------
[power by group]
group	leakage [nW]	switching [mW]	internal, mW
clock network	1.66	0.731	1.05
registers	9.38	0.0155	2.22
logic	2.71	0.202	0.186
total	13.7	0.949	3.46
[synth_stat cells (all sizes together), types with 2 or more instances]
cell       n
a211oi    12
a21oi     32
a221oi     3
a32o       4
and2       2
buf       64
clkbuf    38
dfxtp     20
edfxtp  1024
ha         2
inv        3
mux2       3
mux2i     51
mux4     269
nand2      9
nand2b     9
nand3      5
nand3b     3
nand4      4
nor2     101
nor2b      3
nor3       7
o21ai     35
o221ai    12
o22ai     21
o31ai     17
or2        4
or3        3
or3b       5
or4        4
xnor2      5
xor2      10
[tightest hold or removal path, cell delays in order (launching register included)]
cell and delay [ns]:
sky130_fd_sc_hd__dfxtp_1 0.34, sky130_fd_sc_hd__o31ai_1 0.07, sky130_fd_sc_hd__a21oi_1 0.06
[worst max-delay path by stage]
stage         startpoint            end  slack, ns
global route    register  dout_data[11]      11.31
CTS             register  dout_data[11]      11.32
finish        dout_ready      din_ready      11.39
[final cells by class]
| type | instances | share of cell area, % |
|---|---|---|
| flip-flops and latches | 1044 | 68.2 |
| well taps | 1287 | 3.52 |
| clock inverters | 69 | 1.56 |
| multi-input cells | 645 | 18.5 |
| repair buffers | 139 | 2.34 |
| inverters | 3 | 0.0246 |
| clock buffers | 122 | 5.89 |
[cells by family after synthesis]
group | synth area share, %
and+or+nand+nor | 1.92
buffers and inverters | 1.30
xor gates and xnor gates | 0.327
DFF | 77.7
AOI/OAI and AO/OA | 2.28
muxes | 16.5
adders and majority gates | 0.0624
[routing by layer]
metal,vias to the layer above,wire length (microns)
met3,124,15400
met2,1077,42700
met5,-,127
li1,7883,-
met4,4,1970
met1,9400,30800
Power figures rest on the tool's default switching activity, not on a simulated workload.
